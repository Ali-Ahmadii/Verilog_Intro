==> ./design.v <==
`timescale 1ns / 1ps
module adder(A,B,Cin,Cout,Sum);
input [3:0] A,B;
input Cin;
output [3:0]Sum;
output Cout;
assign{Cout,Sum} = A+B+Cin;
endmodule
==> ./run.sh <==
#!/bin/bash
# OpenROAD 26Q1-2900-gdf79404cd8, Yosys 0.63+post, stock flow scripts
make -C /OpenROAD-flow-scripts/flow DESIGN_CONFIG=/design/flow/config.mk WORK_HOME=/design/flow/orfs finish
==> ./config.mk <==
export PLATFORM = sky130hd
export DESIGN_NAME = adder
export DESIGN_NICKNAME = adder
export VERILOG_FILES = /design/flow/design.v
export SDC_FILE = /design/flow/constraint.sdc
export NUM_CORES = 4
export LEC_CHECK = 1
export CORE_AREA = 10 10 70 70
export DIE_AREA = 0 0 80 80
==> ./constraint.sdc <==
current_design adder

set clk_period 5.0
set clk_io_pct 0.2

create_clock -name clk0 -period $clk_period

set non_clock_inputs [all_inputs -no_clocks]
set_input_delay [expr $clk_period * $clk_io_pct] -clock clk0 $non_clock_inputs
set_output_delay [expr $clk_period * $clk_io_pct] -clock clk0 [all_outputs]
==> impl_metrics.csv <==
group,metric,value,unit
min_path,worstHoldPathCells,3,
clock_tree,cts_resized,0,
grt,grt_pass1_vias,153,
sta,finalSetupTns,0,ps
sta,setup_viol,0,
setup_path,cp_slowest_cell,"clkdlybuf4s50_1",
synthesis,netlist_instances,16,
power,ir_worst_vdd,0.01145,mV
detailed_routing,dr.pass1.iters,2,
power,p_leak,0.0001346,uW
sta,min_period,3876,ps
synthesis,synth_stat.cells,16,
sta,worst_pin_slew,157.0,ps
sta,slew_headroom,89.42,%
finish,areaGrowthSynthToFinish,137.4,%
detailed_routing,wl_per_cell,6.579,um
detailed_routing,antenna_left,0,
synthesis,ys_seq_share,0,%
finish,combGateArea,128.9,um2
clock_tree,post_cts_buffers,0,
synthesis,synth_cell_types,9,
setup_path,setup.worst_path.class,"primary input to primary output",
finish,final_layout_size_suffix_gt1_share,3.333,%
finish,layout_top_cells,"clkdlybuf4s50_1 (14), inv_1 (4), ha_1 (3)",
sta,grt_setup_unrepaired,"false",
power,p_per_area,99.91,nW/um2
synthesis,top_area_cell,"fa_1",
sta,slew_viol_final,0,
setup_path,crit_chain,"clkdlybuf4s50_1 -> fa_1 -> inv_1 -> fa_1 -> inv_1 -> clkdlybuf4s50_1",
floorplanning,die_height,80,um
min_path,hp-class,"primary input to primary output",
grt,gr-total-overflow,0,
job,maxCapViolations,0,
sta,fin_crit_sh,77.53,%
floorplanning,core,3416,um2
setup_path,worstPathRequired,4000,ps
status,status,"finished clean",
placed_design,gp_congestion,0.7549,
placed_design,portBuffers,14,
finish,num-fill-cells,401,
detailed_routing,drt_iter0_markers,1,
floorplanning,io_pins,14,
detailed_routing,antenna_cells,0,
floorplanning,die_w,80,um
setup_path,cp_num_cells,6,
synthesis,top_cell_area_share,27.83,%
clock_tree,cts_hold_buf,0,
grt,antenna_found_initial,0,
synthesis,yosysChipArea,143.9,um2
setup_path,max_stage_delay,460,ps
floorplanning,num_rows,21,
detailed_routing,vias_per_cell,2.000,
finish,layout.area.seq,0,um2
placed_design,place_area,341.6,um2
synthesis,top_cells_by_area,"fa_1 (28%), ha_1 (26%), xnor2_1 (12%), inv_1 (10%), a21oi_2 (6.1%)",
setup_path,crit_fanout,2,
setup_path,arrival,2880,ps
detailed_routing,drt_wl_total,500,um
setup_path,worstSetupEndpointType,"primary output",
sta,finalHoldViolCount,0,
placed_design,place_hpwl,485.2,um
setup_path,path_delay_family,"buffers and inverters",
finish,n_clock_buffer,0,
detailed_routing,drc,0,
finish,flops,0,
floorplanning,dieArea,6400,um2
synthesis,synth_area,143.9,um2
setup_path,critPathBufInv,4,
grt,gr-usage-all-layers,1.504,%
synthesis,yosys_warnings,0,
detailed_routing,via_count,152,
job,openroad.warnings,35,
grt,grt_pass1_wl,752,um
sta,clock.fmax,258.0,MHz
finish,layout_top_cell,"clkdlybuf4s50_1",
synthesis,synth.avg_cell_area,8.993,um2
setup_path,worstSetupStartpointType,"primary input",
grt,grt_max_degree,4,
floorplanning,initial_core_util,4.212,%
finish,final_cell_area,341.6,um2
==> worst paths after layout <==
kind	endpoint	from	slack [ps]
setup / recovery	Sum[1]	A[0]	1120
hold / removal	Sum[0]	Cin	3080
==> report_power, final <==
part,total (uW),switching [uW],internal (uW)
clock network,0,0,0
logic,34.1,9.77,24.4
registers,0,0,0
==> per-stage QoR <==
stage | total power, uW | util [%] | hold WS, ps | setup slack, ps | cells
floorplan | 10.70 | - | 2104 | 2080 | 16
CTS | 35.22 | 10.00 | 3085 | 1097 | 76
detailed placement | 34.97 | 10.00 | 3085 | 1102 | 76
finish | 34.13 | 10.00 | 3083 | 1124 | 76
global placement | 34.76 | 10.00 | 3085 | 1124 | 76
global route | 38.59 | 10.00 | 3111 | 1006 | 76
==> kinds of logic after synthesis <==
group | count (synthesis) | share of synthesized area (%)
compound gates | 3 | 14.78
xor+xnor | 2 | 12.18
fa+ha+maj | 5 | 53.92
buf+inv | 4 | 10.43
simple gates | 2 | 8.701
==> synth_stat cells <==
library cell,instances
a21o_1,1
a21oi_2,1
fa_1,2
ha_1,3
inv_1,4
nand2b_1,1
nor2b_1,1
o21ai_0,1
xnor2_1,2
==> area by class of cell <==
class              count  share of cell area, %
repair buffers        14                  41.03
inverters              4                  4.396
multi-input cells     12                  37.73
well taps             46                  16.85
==> per-layer routing <==
metal  part of all wire, %  global-route usage, %  up-vias
met5                     0                      0        -
met4                     0                      0        0
met3                    35                  1.932        0
met2                    28                  1.766       12
met1                    36                  1.723       62
li1                      -                      -       78
No activity file was given, so power comes from the tool's default toggle rates.
